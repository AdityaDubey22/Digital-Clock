===== flow/design.v =====
`timescale 1ns / 1ps
module timer(
input clk,
input secplus,
input minplus,
input timeset,
input timest,
input timereset,
output reg blink1,
output [3:0]min_1t,
output [3:0]min_10t,
output [3:0]sec_1t,
output [3:0]sec_10t
    );
  reg [5:0] min_counter = 6'b0;   
  reg [5:0] sec_counter = 6'b0;   
reg [31:0] ctr_1Hz = 32'h0;
    reg r_1Hz = 1'b0;
    always @(posedge clk )
       begin
            if(ctr_1Hz == 49_999_999)
            begin
                ctr_1Hz <= 32'h0;
                r_1Hz <= ~r_1Hz;
            end
            else
                ctr_1Hz <= ctr_1Hz + 1;
          end
    reg [5:0] minutes_t=0;
    reg [5:0] seconds_t=0;
     always @(posedge(r_1Hz))
     begin
     if(timereset)begin
     minutes_t<=0;
     seconds_t<=0;
     end
           if(minplus==1'b1)
                if (minutes_t==6'd59)
                minutes_t=0;
                else minutes_t=minutes_t+1'd1;
            else if(secplus== 1'b1)
                if (seconds_t==6'd59)
                seconds_t=0;
            else seconds_t=seconds_t+1'd1;
     end
always @(posedge r_1Hz) begin
if(timereset)begin
     min_counter<=0;
     sec_counter<=0;
     end
    if (timeset == 1'b0) begin
        min_counter <= minutes_t;
        sec_counter <= seconds_t;
        blink1=0;
    end
    else begin
        if (sec_counter == 0 && min_counter == 0) begin
            min_counter <= 0;
            sec_counter <= 0;
            blink1=1;
        end
        else if (sec_counter == 0) begin
            min_counter <= min_counter - 1; 
            sec_counter <= 59;
        end
        else
        begin
            sec_counter <= sec_counter - 1;
            end
    end
end
 assign min_10t = min_counter / 10;
 assign min_1t  = min_counter % 10;
 assign sec_10t  = sec_counter / 10;
 assign sec_1t   = sec_counter % 10;     
endmodule
module seg_controler(
    input clk_100MHz,
    input reset_st,
    input [3:0] min_1s,
    input [3:0] min_10s,
    input [3:0] sec_1s,
    input [3:0] sec_10s,
    output reg [0:6] seg4,
    output reg [3:0] an4
    );
    parameter NULL  = 7'b111_1111;   
    parameter ZERO  = 7'b000_0001;   
    parameter ONE   = 7'b100_1111;   
    parameter TWO   = 7'b001_0010;   
    parameter THREE = 7'b000_0110;   
    parameter FOUR  = 7'b100_1100;   
    parameter FIVE  = 7'b010_0100;   
    parameter SIX   = 7'b010_0000;   
    parameter SEVEN = 7'b000_1111;   
    parameter EIGHT = 7'b000_0000;   
    parameter NINE  = 7'b000_0100;   
    reg [1:0] anode_select;
    reg [16:0] anode_timer;
    always @(posedge clk_100MHz or posedge reset_st) begin
        if(reset_st) begin
            anode_select <= 0;
            anode_timer <= 0; 
        end
        else
            if(anode_timer == 99_999) begin
                anode_timer <= 0;
                anode_select <=  anode_select + 1;
            end
            else
                anode_timer <=  anode_timer + 1;
    end
    always @(anode_select) begin
        case(anode_select) 
            2'b00 : an4 = 4'b0111;
            2'b01 : an4 = 4'b1011;
            2'b10 : an4 = 4'b1101;
            2'b11 : an4 = 4'b1110;
        endcase
    end
    always @*
        case(anode_select)
            2'b00 : begin        
                        case(min_10s)
                            4'h0 : seg4 = NULL;
                            4'h1 : seg4 = ONE;
                            4'h2 : seg4 = TWO;
                            4'h3 : seg4 = THREE;
                            4'h4 : seg4 = FOUR;
                            4'h5 : seg4 = FIVE;
                            4'h6 : seg4 = SIX;
                            4'h7 : seg4 = SEVEN;
                            4'h8 : seg4 = EIGHT;
                            4'h9 : seg4 = NINE;
                        endcase
                    end
            2'b01 : begin        
                        case(min_1s)
                            4'h0 : seg4 = ZERO;
                            4'h1 : seg4 = ONE;
                            4'h2 : seg4 = TWO;
                            4'h3 : seg4 = THREE;
                            4'h4 : seg4 = FOUR;
                            4'h5 : seg4 = FIVE;
                            4'h6 : seg4 = SIX;
                            4'h7 : seg4 = SEVEN;
                            4'h8 : seg4 = EIGHT;
                            4'h9 : seg4 = NINE;
                        endcase
                    end
            2'b10 : begin        
                        case(sec_10s)
                            4'h0 : seg4 = ZERO;
                            4'h1 : seg4 = ONE;
                            4'h2 : seg4 = TWO;
                            4'h3 : seg4 = THREE;
                            4'h4 : seg4 = FOUR;
                            4'h5 : seg4 = FIVE;
                        endcase
                    end
            2'b11 : begin        
                        case(sec_1s)
                            4'h0 : seg4 = ZERO;
                            4'h1 : seg4 = ONE;
                            4'h2 : seg4 = TWO;
                            4'h3 : seg4 = THREE;
                            4'h4 : seg4 = FOUR;
                            4'h5 : seg4 = FIVE;
                            4'h6 : seg4 = SIX;
                            4'h7 : seg4 = SEVEN;
                            4'h8 : seg4 = EIGHT;
                            4'h9 : seg4 = NINE;
                        endcase
                    end
        endcase
endmodule
`timescale 1ns / 1ps
module top4(
input clk_100MHz,
input secplus,
input minplus,
input timeset,
input timest,
input timereset,
output blink1,
output [6:0] seg4,  
output [3:0] an4   
);
wire [3:0] min_1t, min_10t, sec_1t,sec_10t;
timer tm(
.clk(clk_100MHz),
.secplus(secplus),
.minplus(minplus),
.timeset(timeset),
.timereset(timereset),
.timest(timest),
.min_1t(min_1t),
.min_10t(min_10t),
.sec_1t(sec_1t),
.sec_10t(sec_10t),
.blink1(blink1)
);
wire[3:0] min_1t,min_10t,hr_10t,hr_1t;
 seg_controler segt(
    .clk_100MHz(clk_100MHz),
    .reset_st(reset_st),
    .min_1s(min_1t),
    .min_10s(min_10t),
    .sec_1s(sec_1t),
    .sec_10s(sec_10t),
    .seg4(seg4),
    .an4(an4)
    );
endmodule

===== flow/run.sh =====
#!/bin/bash
# OpenROAD 26Q1-2900-gdf79404cd8, Yosys 0.63+post, stock flow scripts
make -C /OpenROAD-flow-scripts/flow DESIGN_CONFIG=/design/flow/config.mk WORK_HOME=/design/flow/orfs finish

===== flow/config.mk =====
export PLATFORM = sky130hd
export DESIGN_NAME = top4
export DESIGN_NICKNAME = top4
export VERILOG_FILES = /design/flow/design.v
export SDC_FILE = /design/flow/constraint.sdc
export NUM_CORES = 4
export LEC_CHECK = 1
export CORE_UTILIZATION = 40

===== flow/constraint.sdc =====
current_design top4

set clk_period 6.7
set clk_io_pct 0.2

create_clock -name clk0 -period $clk_period [get_ports {clk_100MHz}]

set non_clock_inputs [all_inputs -no_clocks]
set_input_delay [expr $clk_period * $clk_io_pct] -clock clk0 $non_clock_inputs
set_output_delay [expr $clk_period * $clk_io_pct] -clock clk0 [all_outputs]

==> Slide: Implementation Results <==
Implementation Results

Run status
  • Result of the run: finished clean

Yosys
  • Instance tally after logic synthesis: 341
  • Cell type with the largest total area: dfxtp_1
  • Cell area after technology mapping: 3170 sq um
  • Dominant Register Cell: dfxtp_1
  • Total cell area reported by yosys after synthesis: 3170 sq um
  • Proportion of register bits with asynchronous set or reset after synthesis: 0%
  • Synthesized flop and latch total: 65
  • Cell area leaders: dfxtp_1 25%, edfxtp_1 18%, xor2_1 4.4%
  • Average footprint of a synthesized cell: between 9 and 10 sq um
  • Largest type area fraction: 24.6%
  • Count of instantiated cells in the yosys netlist: 341
  • Count of warnings emitted by yosys: 4
  • Number of distinct library cells after synthesis: a little under 50
  • Flip-flops with a built-in enable: 19

Die
  • Total die size: 8290 sq um
  • Die span in y: 91.1 um
  • I/O pin cnt: 18
  • Core area: 7690 sq um
  • Initial standard-cell utilization of the core: 41.3%
  • Die span in x: 91.1 um
  • Number of placement rows: 32

Setup path
  • Path depth of the worst reg2reg path: 4
  • Chain of cells forming the critical path: and4_1 > nand3_1 > or4b_1 > a21oi_1
  • Largest incremental delay on the critical path: roughly 0.6 ns
  • Highest-delay cell along the critical path: or4b_1
  • Largest fanout of any net on the critical path: 16
  • Element type at the critical path end: flip-flop
  • Arrival time at the worst endpoint: 2.30 ns
  • Type of element launching the critical path: flip-flop
  • Worst path top cell family by delay: simple AND/OR/NAND/NOR gates
  • Worst path required time: 6.91 ns
  • Number of cells on the critical path: 4
  • Total buffers and inverters traversed by the critical path: 0
  • Class of the most critical setup path: reg -> reg

Power
  • Total power after layout: 0.384 mW
  • Share of total power in sequential cells: 52.2%
  • Leak Pwr: 1.38 nW
  • Part of the power in combinational logic: under 10%
  • Switching part of the total: 19.2%
  • Areal power density over the cells: 111 nW/um^2
  • Internal power: 0.310 mW
  • Reported net switching power: 0.0736 mW
  • Max VDD drop: 0.000137 V
  • Clock network fraction of design power: a little under half

Drt
  • Number of detailed-route iterations in the first pass: 4
  • Post-detailed-route count of antenna-violating nets: 0
  • Detailed-route wire length: around 5.3 mm
  • Post-route DRC: 0
  • Vias: 2373
  • Routed WL per cell: 11.8 um
  • Number of DRC violations after detailed-routing iteration 0: 91
  • Number of vias per cell: 5.24
  • Diode count: 0

Finish
  • P&R area growth vs syn: 9.27%
  • Commonest non-fill, non-tap cells in the layout: 39 x dfxtp_1, 22 x nand2_1, 21 x inv_1
  • Layout cells sized above 1: around 4.8%
  • Number of filler instances in the final layout: 751
  • Most common library cell in the layout ignoring fill and taps: dfxtp_1

Clock tree
  • Post-CTS setup repair buffer count: 0
  • H-Tree Depth: 2
  • Clock tree buffer depth: 2
  • Clock input transition at the sequential cells of the worst setup and hold paths: 0.07 ns
  • Root buffer cell: clkbuf_8
  • Hold buffers post-CTS: 0
  • Post-cts gate resize count: 0
  • Number of buffers inserted during clock tree synthesis: 5
  • CTS tree: built
  • Clock Latency Late Sink: around 0.28 ns

Timing
  • Worst slew margin: approximately 53%
  • Final critical path time including I/O delays and setup: ~2.1 ns
  • Count of unclocked register or latch pins: 32
  • Max-slew violation total from the final report: 0
  • Setup Skew: 0.00710 ns
  • Post-route setup slack: 4.62 ns
  • Final sum of negative setup slack: 0 ns
  • Post-layout period usage: 31.1%
  • Transition time at the pin with the least slew margin: 0.700 ns
  • Setup repair after global routing missed its margin: no
  • F_max: between 400 and 500 MHz
  • Count of endpoints without a timing constraint: around 58
  • Final hold violations: 0
  • Setup violations, final: 0

GRT
  • First-pass GRT wire length: just over 9 mm
  • Pin count of the biggest net entering global routing: 27
  • Initial antenna violation count: 0
  • Leftover overflow at the end of global routing: 0
  • Total routing usage reported by global routing: 13.7%
  • Number of global-route vias before repair: 2156

Placement
  • HPWL after detailed placement: 3.82 mm
  • RePlAce Congestion: 0.838
  • PortBufs: 12
  • Setup Slack @ Placement: 4.65 ns

Job
  • OpenROAD warning count: 29
  • # Max-Cap Violations: 0

Min path
  • Type of the tightest min-delay check: reg -> reg
  • Hold Path Cell Cnt: 1
## through the flow
| stage | hold slack [ns] | cells | instance area (sq um) | utilization, % |
|---|---|---|---|---|
| after floorplan | 0.413 | 350 | 3210 | - |
| after global placement | 0.429 | 445 | 3360 | 43.7 |
| after detailed placement | 0.435 | 445 | 3360 | 43.7 |
| after CTS | 0.446 | 453 | 3470 | 45.1 |
| after global routing | 0.498 | 453 | 3470 | 45.1 |
| final | 0.446 | 453 | 3470 | 45.1 |
## cells in the mapped netlist (3+ instances only)
| cell | count |
|---|---|
| nand2_1 | 22 |
| nor2b_1 | 7 |
| nor2_1 | 19 |
| edfxtp_1 | 19 |
| a21boi_0 | 3 |
| o22ai_1 | 7 |
| o21ai_0 | 16 |
| o211ai_1 | 5 |
| nand3_1 | 19 |
| o31ai_1 | 9 |
| or3_1 | 3 |
| a21oi_1 | 12 |
| or4_1 | 7 |
| xor2_1 | 16 |
| and3_1 | 4 |
| xnor2_1 | 15 |
| nor4_1 | 17 |
| and4_1 | 3 |
| dfxtp_1 | 39 |
| buf_4 | 6 |
| inv_1 | 21 |
| clkbuf_1 | 12 |
| ha_1 | 9 |
| nand4_1 | 11 |
| dlxtn_1 | 7 |
| nor3_1 | 5 |
## worst reg2reg max path, delay by kind of cell, from the launching register on
kind	cells	cell delay [ns]
AND-OR/OR-AND	1	0.15
flip-flops	1	0.41
AND/OR/NAND/NOR	3	1.45
## power groups by stage
| stage | combinational (mW) | clock (mW) | sequential [mW] |
|---|---|---|---|
| after CTS | 0.00855 | 0.182 | 0.200 |
| after global routing | 0.00970 | 0.190 | 0.200 |
| final | 0.00833 | 0.175 | 0.200 |
## final timing paths
check / slack (ns) / end / startpoint
hold reg to reg: 0.45 / tm.ctr_1Hz[0] / tm.ctr_1Hz[0]
setup reg to reg: 4.62 / tm.ctr_1Hz[19] / tm.ctr_1Hz[3]
setup / recovery: 4.62 / tm.ctr_1Hz[19] / tm.ctr_1Hz[3]
hold / removal: 0.45 / tm.ctr_1Hz[0] / tm.ctr_1Hz[0]
## kinds of logic after synthesis
kind of cell | share of synthesized area [%]
compound gates | 12.0
xor+xnor | 8.56
fa+ha+maj | 3.55
buf+inv | 5.84
flops | 42.6
latches | 3.31
mux | 0.710
other cells | 0.237
simple gates | 23.2
## registers in the layout, indices dropped and copies added, names as in the netlist
register and flops:
tm.ctr_1Hz 32, tm.blink1 1, tm.seconds_t 6, tm.sec_counter 6, tm.r_1Hz 1, tm.minutes_t 6
tm.min_counter 6, segt.seg4 7
## metal layers
| layer | vias up | wire length [um] | share of wire (%) | GRT usage (%) |
|---|---|---|---|---|
| li1 | 1244 | - | - | - |
| met1 | 1092 | 2550 | 48 | 19.0 |
| met2 | 35 | 2600 | 49 | 24.3 |
| met3 | 2 | 168 | 3.1 | 1.79 |
| met4 | 0 | 28 | 0.52 | 1.32 |
| met5 | - | 0 | 0 | 0 |
## layout make-up
| type | instances | area, sq um | share of cell area, % |
|---|---|---|---|
| clock buffers | 8 | 111 | 3.21 |
| inverters | 21 | 78.8 | 2.27 |
| repair buffers | 13 | 128 | 3.68 |
| flip-flops and latches | 65 | 1460 | 42.0 |
| well taps | 102 | 128 | 3.68 |
| multi-input cells | 244 | 1570 | 45.1 |
No activity file was given, so power comes from the tool's default toggle rates.
