`design/flow/constraint.sdc`:
```
current_design top

set clk_period 4.7
set clk_io_pct 0.2

create_clock -name clk0 -period $clk_period [get_ports {clk_100MHz}]

set non_clock_inputs [all_inputs -no_clocks]
set_input_delay [expr $clk_period * $clk_io_pct] -clock clk0 $non_clock_inputs
set_output_delay [expr $clk_period * $clk_io_pct] -clock clk0 [all_outputs]
```
`design/flow/run.sh`:
```
#!/bin/bash
# OpenROAD 26Q1-2900-gdf79404cd8, Yosys 0.63+post, stock flow scripts
make -C /OpenROAD-flow-scripts/flow DESIGN_CONFIG=/design/flow/config.mk WORK_HOME=/design/flow/orfs finish
```
`design/flow/design.v`:
```
`timescale 1ns / 1ps
module binary_clock(
    input clk_100MHz,                   
    input reset,                        
    input hr_plus,                      
    input min_plus,                     
    output sec_plus,                    
    output [3:0] sec_1s, sec_10s,       
    output [3:0] min_1s, min_10s,       
    output [3:0] hr_1s, hr_10s, 
    output [5:0]minute,
    output[4:0]hour         
    );
	reg a, b, c, d, e, f;
	wire db_hr, db_min;
	always @(posedge clk_100MHz) begin
		a <= hr_plus;
		b <= a;
		c <= b;
	end
	assign db_hr = c;
	always @(posedge clk_100MHz) begin
		d <= min_plus;
		e <= d;
		f <= e;
	end
	assign db_min = f;
    reg [31:0] ctr_1Hz = 32'h0;
    reg r_1Hz = 1'b0;
    always @(posedge clk_100MHz or posedge reset)
        if(reset)
            ctr_1Hz <= 32'h0;
        else
            if(ctr_1Hz == 49_999_999) begin
                ctr_1Hz <= 32'h0;
                r_1Hz <= ~r_1Hz;
            end
            else
                ctr_1Hz <= ctr_1Hz + 1;
    reg [5:0] sec_counter = 6'b0;   
    reg [5:0] min_counter = 6'b0;   
    reg [4:0] hrs_counter = 5'h0;   
    always @(posedge sec_plus or posedge reset)
        if(reset)
            sec_counter <= 6'b0;
        else
            if(sec_counter == 59)
                sec_counter <= 6'b0;
            else
                sec_counter <= sec_counter + 1;
   always @(posedge sec_plus or posedge reset)
        if(reset)
            min_counter <= 6'b0;
        else 
            if(db_min | (sec_counter == 59))
                if(min_counter == 59)
                    min_counter <= 6'b0;
                else
                    min_counter <= min_counter + 1;
    always @(posedge sec_plus or posedge reset)
        if(reset)
            hrs_counter <= 5'b0;  
        else 
            if(db_hr | (min_counter == 59 && sec_counter == 59))
                if(hrs_counter == 23)
                    hrs_counter <= 5'b0;
                else
                    hrs_counter <= hrs_counter + 1;
    assign sec_10s = sec_counter / 10;
    assign sec_1s  = sec_counter % 10;
    assign min_10s = min_counter / 10;
    assign min_1s  = min_counter % 10;
    assign hr_10s  = hrs_counter   / 10;
    assign hr_1s   = hrs_counter   % 10;     
    assign minute = min_counter;
    assign hour = hrs_counter;
    assign sec_plus = r_1Hz; 
endmodule
`timescale 1ns / 1ps
module seg_control(
    input clk_100MHz,
    input reset,
    input [3:0] min_1s,
    input [3:0] min_10s,
    input [3:0] hr_1s,
    input [3:0] hr_10s,
    output reg [0:6] seg,
    output reg [3:0] an
    );
    parameter NULL  = 7'b111_1111;   
    parameter ZERO  = 7'b000_0001;   
    parameter ONE   = 7'b100_1111;   
    parameter TWO   = 7'b001_0010;   
    parameter THREE = 7'b000_0110;   
    parameter FOUR  = 7'b100_1100;   
    parameter FIVE  = 7'b010_0100;   
    parameter SIX   = 7'b010_0000;   
    parameter SEVEN = 7'b000_1111;   
    parameter EIGHT = 7'b000_0000;   
    parameter NINE  = 7'b000_0100;   
    reg [1:0] anode_select;
    reg [16:0] anode_timer;
    always @(posedge clk_100MHz or posedge reset) begin
        if(reset) begin
            anode_select <= 0;
            anode_timer <= 0; 
        end
        else
            if(anode_timer == 99_999) begin
                anode_timer <= 0;
                anode_select <=  anode_select + 1;
            end
            else
                anode_timer <=  anode_timer + 1;
    end
    always @(anode_select) begin
        case(anode_select) 
            2'b00 : an = 4'b0111;
            2'b01 : an = 4'b1011;
            2'b10 : an = 4'b1101;
            2'b11 : an = 4'b1110;
        endcase
    end
    always @*
        case(anode_select)
            2'b00 : begin        
                        case(hr_10s)
                            4'h0 : seg = NULL;
                            4'h1 : seg = ONE;
                            4'h2 : seg = TWO;
                        endcase
                    end
            2'b01 : begin        
                        case(hr_1s)
                            4'h0 : seg = ZERO;
                            4'h1 : seg = ONE;
                            4'h2 : seg = TWO;
                            4'h3 : seg = THREE;
                            4'h4 : seg = FOUR;
                            4'h5 : seg = FIVE;
                            4'h6 : seg = SIX;
                            4'h7 : seg = SEVEN;
                            4'h8 : seg = EIGHT;
                            4'h9 : seg = NINE;
                        endcase
                    end
            2'b10 : begin        
                        case(min_10s)
                            4'h0 : seg = ZERO;
                            4'h1 : seg = ONE;
                            4'h2 : seg = TWO;
                            4'h3 : seg = THREE;
                            4'h4 : seg = FOUR;
                            4'h5 : seg = FIVE;
                        endcase
                    end
            2'b11 : begin        
                        case(min_1s)
                            4'h0 : seg = ZERO;
                            4'h1 : seg = ONE;
                            4'h2 : seg = TWO;
                            4'h3 : seg = THREE;
                            4'h4 : seg = FOUR;
                            4'h5 : seg = FIVE;
                            4'h6 : seg = SIX;
                            4'h7 : seg = SEVEN;
                            4'h8 : seg = EIGHT;
                            4'h9 : seg = NINE;
                        endcase
                    end
        endcase
endmodule
module seg_controll(
    input clk_100MHz,
    input reset,
    input [3:0] min_1sa,
    input [3:0] min_10sa,
    input [3:0] hr_1sa,
    input [3:0] hr_10sa,
    output reg [0:6] seg,
    output reg [3:0] an
    );
    parameter NULL  = 7'b111_1111;   
    parameter ZERO  = 7'b000_0001;   
    parameter ONE   = 7'b100_1111;   
    parameter TWO   = 7'b001_0010;   
    parameter THREE = 7'b000_0110;   
    parameter FOUR  = 7'b100_1100;   
    parameter FIVE  = 7'b010_0100;   
    parameter SIX   = 7'b010_0000;   
    parameter SEVEN = 7'b000_1111;   
    parameter EIGHT = 7'b000_0000;   
    parameter NINE  = 7'b000_0100;   
    reg [1:0] anode_select;
    reg [16:0] anode_timer;
    always @(posedge clk_100MHz or posedge reset) begin
        if(reset) begin
            anode_select <= 0;
            anode_timer <= 0; 
        end
        else
            if(anode_timer == 99_999) begin
                anode_timer <= 0;
                anode_select <=  anode_select + 1;
            end
            else
                anode_timer <=  anode_timer + 1;
    end
    always @(anode_select) begin
        case(anode_select) 
            2'b00 : an = 4'b0111;
            2'b01 : an = 4'b1011;
            2'b10 : an = 4'b1101;
            2'b11 : an = 4'b1110;
        endcase
    end
    always @*
        case(anode_select)
            2'b00 : begin        
                        case(hr_10sa)
                            4'h0 : seg = NULL;
                            4'h1 : seg = ONE;
                            4'h2 : seg = TWO;
                        endcase
                    end
            2'b01 : begin        
                        case(hr_1sa)
                            4'h0 : seg = ZERO;
                            4'h1 : seg = ONE;
                            4'h2 : seg = TWO;
                            4'h3 : seg = THREE;
                            4'h4 : seg = FOUR;
                            4'h5 : seg = FIVE;
                            4'h6 : seg = SIX;
                            4'h7 : seg = SEVEN;
                            4'h8 : seg = EIGHT;
                            4'h9 : seg = NINE;
                        endcase
                    end
            2'b10 : begin        
                        case(min_10sa)
                            4'h0 : seg = ZERO;
                            4'h1 : seg = ONE;
                            4'h2 : seg = TWO;
                            4'h3 : seg = THREE;
                            4'h4 : seg = FOUR;
                            4'h5 : seg = FIVE;
                        endcase
                    end
            2'b11 : begin        
                        case(min_1sa)
                            4'h0 : seg = ZERO;
                            4'h1 : seg = ONE;
                            4'h2 : seg = TWO;
                            4'h3 : seg = THREE;
                            4'h4 : seg = FOUR;
                            4'h5 : seg = FIVE;
                            4'h6 : seg = SIX;
                            4'h7 : seg = SEVEN;
                            4'h8 : seg = EIGHT;
                            4'h9 : seg = NINE;
                        endcase
                    end
        endcase
endmodule
`timescale 1ns / 1ps
module top(
    input clk_100MHz,           
    input reset,                
    input hr_plus,              
    input min_plus,             
    output blink,
    output [0:6] seg,  
    output [3:0] an,
    output [4:0] hours,
    output [5:0] minutes 
    );
    wire [3:0] min_1s, min_10s, hr_1s, hr_10s;
    wire [3:0] min_1sa, min_10sa, hr_1sa,hr_10sa;
    binary_clock bc(
        .clk_100MHz(clk_100MHz),
        .reset(reset),
        .hr_plus(hr_plus),
        .min_plus(min_plus),
        .sec_plus(blink),
        .sec_10s(),         
        .sec_1s(),          
        .min_10s(min_10s),
        .min_1s(min_1s),
        .hr_10s(hr_10s),
        .hr_1s(hr_1s),.minute(minute),.hour(hour)
        );
    seg_control seg7(
        .clk_100MHz(clk_100MHz),
        .reset(reset),
        .min_1s(min_1s),
        .min_10s(min_10s),
        .hr_1s(hr_1s),
        .hr_10s(hr_10s),
        .seg(seg),
        .an(an)
        );
  assign minutes = minute;
    assign hours = hour;
endmodule
```
`design/flow/config.mk`:
```
export PLATFORM = sky130hd
export DESIGN_NAME = top
export DESIGN_NICKNAME = top
export VERILOG_FILES = /design/flow/design.v
export SDC_FILE = /design/flow/constraint.sdc
export NUM_CORES = 4
export LEC_CHECK = 1
export CORE_UTILIZATION = 50
```
==> notes.org <==
* Flow results

** Clock tree
- Root buffer cell :: sky130_fd_sc_hd__clkbuf_8
- TritonCTS clock tree :: yes
- Clock H-tree levels :: 3
- The clock passes through at most 2 buffers.
- The number of hold buffers added after CTS was 0.
- Buffers inserted during post-CTS setup optimization :: 0
- Clock slew seen by the registers of the worst setup and hold paths :: 0.07 ns
- Clk ins delay skew pair :: 0.34 ns
- In this run, post-CTS repair resized a total of 0 instances.
- The number of clock buffers added by TritonCTS is 9.

** Setup path
- Critical Path RT :: 3.76 ns
- The number of cells on the worst reg-to-reg path is 7.
- Cell-by-cell trace of the critical path :: inv_1, ha_1, inv_1, clkdlybuf4s50_1
- Max Fanout on Critical Path :: 11
- STA classifies the critical path startpoint as a flop.
- The slowest stage of the critical path is the sky130_fd_sc_hd__dfrtp_1 cell.
- By startpoint and endpoint, the worst setup path is classified as reg2out.
- Cell with the most instances on the worst path :: sky130_fd_sc_hd__inv_1
- Slowest cell delay on critical path :: 0.43 ns
- The OpenROAD report gives the critical path a data arrival time of 1.94 ns.
- Critical path endpoint category :: primary output

** Place
- Half-perimeter wire length after placement :: 7050 um
- In this run the tool buffered the top-level ports with 17 buffer cells.
- Total placed instance area :: 5230 um^2
- Logged for this run, the post-placement worst setup slack is 2.17 ns.
- The placement summary gives the final routability congestion estimate as 0.866.

** Hold path
- The path class of the tightest hold or removal check is reg2reg.
- In the hold timing report, the worst path depth is 0.

** Logic synthesis
- The synthesis report lists the Yosys warning total as 6.
- Per the synth log, the flip-flop and latch total comes to 82.
- In the Yosys report the total cell count is 556.
- Synthesis area per yosys :: 5040 um^2
- The cell area that synthesis handed to floorplanning was 5040 um^2.
- The synthesized instance count is 556.
- Looking at the cell usage after synthesis, the top flip-flop cell is sky130_fd_sc_hd__dfrtp_1.
- For reference, the top logic cell family by area is simple AND/OR/NAND/NOR gates.
- Synthesis instantiated 78 different standard cells from the library.
- Summing the areas of all and, or, nand and nor instances in the mapped netlist gives 23.4% of the synthesized area.
- Proportion of register bits with asynchronous set or reset after synthesis :: 82.9%
- Mean post-synth cell area :: 9.06 um^2
- In this run, the synthesized area fraction spent on AND-OR/OR-AND gates is recorded as 15.3%.
- Per the synthesis report, the adder-cell share of the synthesized area is 6.63%.
- Measured against the total synthesized area, the mux share comes to 1.27%.
- Flip-flops with a built-in enable :: 1
- XOR-XNOR Cells, Area Fraction :: 8.87%

** Finish
- Leaving out fill and tap cells, the most frequent cell in the layout is sky130_fd_sc_hd__dfrtp_1.
- Fraction of final layout cells with drive strength greater than 1 :: 6.33%
- The most common logic cells in the final layout are sky130_fd_sc_hd__dfrtp_1 (68), sky130_fd_sc_hd__nor2_1 (59), sky130_fd_sc_hd__nand2_1 (43).
- After filler insertion, the fill cell instance count of the layout stands at 895.
- Design area :: 5410 um^2
- From synthesis to final layout, the design area changed by 7.50%.

** Timing
- Number of unconstrained endpoints :: 33
- Fin worst setup slack :: 1.82 ns
- Pins over their slew limit in the final report were tallied at 0.
- Final Hold Violating Endpoints :: 0
- The flow reports an fmax of 347 MHz.
- The max-slew check reports its worst relative slack as 55.0%.
- In the final run the clock tree shows a worst skew of 0.0142 ns.
- After layout, the worst path uses 61.3% of the clock period.
- Number of setup violations in the final report :: 0
- RSZ-0062 raised after global routing :: no
- Summed negative setup slack over all endpoints :: 0 ns
- Final worst path period need :: 2.88 ns
- Looking at the max-slew report, the worst-margin pin has a slew of 0.669 ns.
- Register pins left without a clock :: 24

** Outcome
- The flow ran to the end, and the final reports show no timing, DRC or antenna violations.

** Routing
- Per the detail_route report, routed wire per instance is 13.6 um.
- Count of vias placed by the detailed router :: 3876
- Per the post-route antenna check, the number of violating nets is 0.
- Dividing the detail-routed via count by the number of cells gives 5.52.
- DRC violations left :: 0
- Number of inserted diodes :: 0
- Before antenna repair, the detailed router went through 5 iterations.
- The final layout contains routed wiring with a total length of 9550 um.
- For this block, the initial DRC count from the detailed router was 183.

** Floorplanning
- Area of the die :: 10500 um^2
- Before placement the cells fill 51.5% of the core.
- The floorplan step defined a core boundary enclosing 9770 um^2.
- From bottom edge to top edge, the die measures 102 um.
- Io pins :: 27
- The floorplan step set the die width to 102 um.
- The floorplan has 36 rows.

** Flow run
- Number of max-cap violations :: 0
- Number of logged tool warnings :: 40

** Global routing
- Entering global routing, the biggest net connects 40 pins.
- Number of global-route vias before repair :: 3528
- Number of antenna violations at the first check in global routing :: 0
- The total overflow left after global routing is 0.
- Total routing resource utilization after global routing :: 20.4%
- Wire length of the first global-routing pass :: 16500 um

** Power
- In this run the static leakage power is 2.33 nW.
- Power, Total :: 0.000945 W
- The report lists the power per cell area as 175 nW/um^2.
- Maximum ir drop on the vdd rail :: 0.000197 V
[report_power, final]
part / internal (W) / leakage, nW / switching, W
sequential: 0.000502 / 1.02 / 0.000000806
combinational: 0.00000434 / 1.22 / 0.0000136
clock: 0.000234 / 0.0927 / 0.000190
[synth_stat cells, types with 3 or more instances]
cell                        instances  area share, %
sky130_fd_sc_hd__a211o_1            3           0.52
sky130_fd_sc_hd__clkbuf_1           8           0.60
sky130_fd_sc_hd__xnor2_1           24            4.2
sky130_fd_sc_hd__o211ai_1          13            1.9
sky130_fd_sc_hd__nor3_1             7           0.70
sky130_fd_sc_hd__mux2i_1            3           0.60
sky130_fd_sc_hd__nand3_1           35            3.5
sky130_fd_sc_hd__dlxtn_1            7            2.1
sky130_fd_sc_hd__buf_4             15            2.2
sky130_fd_sc_hd__a21oi_1           10           0.99
sky130_fd_sc_hd__ha_1              25            6.2
sky130_fd_sc_hd__o2111ai_1          3           0.52
sky130_fd_sc_hd__a31oi_1            4           0.50
sky130_fd_sc_hd__or3_1              6           0.75
sky130_fd_sc_hd__and2_1             4           0.50
sky130_fd_sc_hd__nand4_1           16            2.0
sky130_fd_sc_hd__inv_1             25            1.9
sky130_fd_sc_hd__mux2_2             3           0.67
sky130_fd_sc_hd__nor2b_1            9            1.1
sky130_fd_sc_hd__o21ai_0           27            2.7
sky130_fd_sc_hd__nor2_1            59            4.4
sky130_fd_sc_hd__nor4_1             7           0.87
sky130_fd_sc_hd__a22oi_1            4           0.60
sky130_fd_sc_hd__dfxtp_1            6            2.4
sky130_fd_sc_hd__nand2_1           43            3.2
sky130_fd_sc_hd__buf_2              4           0.40
sky130_fd_sc_hd__and3_1            11            1.4
sky130_fd_sc_hd__and4_1             4           0.70
sky130_fd_sc_hd__xor2_1            27            4.7
sky130_fd_sc_hd__nand2b_1           7           0.87
sky130_fd_sc_hd__a22o_1             3           0.52
sky130_fd_sc_hd__dfrtp_1           68             34
[final timing paths]
path | to | start | slack, ns
max | an[3] | seg7.anode_select[0]$_DFFE_PP0N_ | 1.82
max reg2reg | seg7.anode_timer[10]$_DFF_PP0_ | seg7.anode_timer[12]$_DFF_PP0_ | 2.19
min reg2reg | bc.b$_DFF_P_ | bc.a$_DFF_P_ | 0.33
max in group asynchronous | bc.ctr_1Hz[27]$_DFF_PP0_ | reset | 2.75
min | bc.b$_DFF_P_ | bc.a$_DFF_P_ | 0.33
min in group asynchronous | bc.ctr_1Hz[20]$_DFF_PP0_ | reset | 1.03
[critical path, delay by kind of cell, from the launching register on]
kind	cells	cell delay, ns
buffers and inverters	3	0.73
DFF	1	0.43
adders and majority gates	1	0.43
[logic make-up (layout without fill, tap and decap cells)]
family	after synthesis	in the layout
buffers and inverters	55	60
flip-flops	75	75
latches	7	7
AND-OR/OR-AND	105	105
AND/OR/NAND/NOR	229	229
adder cells (fa/ha/maj)	27	27
multiplexers	6	6
other	1	9
XOR/XNOR	51	51
[registers in the layout, summed over array words and instances, names as in the netlist]
register and flops:
seg7.anode_timer 17, seg7.seg 7, bc.hrs_counter 5, bc.e 1, bc.a 1, bc.r_1Hz 1, bc.d 1, bc.f 1
bc.ctr_1Hz 32, bc.sec_counter 6, bc.min_counter 6, seg7.anode_select 2, bc.c 1, bc.b 1
[per-stage QoR]
| stage | hold WS (ns) | cells | utilization, % |
|---|---|---|---|
| after global routing | 0.329 | 702 | 55.4 |
| after CTS | 0.324 | 702 | 55.4 |
| after floorplan | 0.310 | 564 | - |
| after detailed placement | 0.313 | 686 | 53.5 |
| final | 0.325 | 702 | 55.4 |
| after global placement | 0.314 | 686 | 53.5 |
[layer usage]
layer | routed length, um | global-route usage [%] | up-vias
met5 | 0 | 0 | -
met4 | 138 | 2.86 | 0
met3 | 230 | 1.81 | 9
met2 | 4510 | 33.2 | 65
met1 | 4670 | 31.8 | 1811
li1 | - | - | 1991
[cell type report]
class / instances / area, um^2 / area share (%)
Tap cell: 133 / 166 / 3.07
Clock buffer: 14 / 173 / 3.19
Sequential cell: 82 / 1960 / 36.1
Clock inverter: 2 / 12.5 / 0.231
Inverter: 25 / 93.8 / 1.73
Multi-Input combinational cell: 427 / 2830 / 52.2
Timing Repair Buffer: 19 / 185 / 3.42
No activity file was given, so power comes from the tool's default toggle rates.
